[config.mk]
export PLATFORM = sky130hd
export DESIGN_NAME = butterfly
export DESIGN_NICKNAME = butterfly
export VERILOG_FILES = /design/flow/design.v
export SDC_FILE = /design/flow/constraint.sdc
export NUM_CORES = 4
export LEC_CHECK = 1
export CORE_UTILIZATION = 50
[constraint.sdc]
current_design butterfly

set clk_period 301.8
set clk_io_pct 0.2

create_clock -name clk0 -period $clk_period

set non_clock_inputs [all_inputs -no_clocks]
set_input_delay [expr $clk_period * $clk_io_pct] -clock clk0 $non_clock_inputs
set_output_delay [expr $clk_period * $clk_io_pct] -clock clk0 [all_outputs]
[design.v]
`timescale 1ns / 1ps
module butterfly (
    input  wire [63:0] u,
    input  wire [63:0] v,
    input  wire [63:0] w,
    input  wire [63:0] q,
    input  wire [63:0] mu,  
    output wire [63:0] u_out,
    output wire [63:0] v_out
);
    wire [63:0] vw;
    mod_mult mult_inst (.a(v), .b(w), .q(q), .mu(mu), .out(vw));
    mod_add add_inst (.a(u), .b(vw), .q(q), .out(u_out));
    mod_sub sub_inst (.a(u), .b(vw), .q(q), .out(v_out));
endmodule
`timescale 1ns / 1ps
module mod_add (
    input  wire [63:0] a,
    input  wire [63:0] b,
    input  wire [63:0] q,
    output wire [63:0] out
);
    wire [64:0] sum = {1'b0, a} + {1'b0, b};
    wire [64:0] q_ext = {1'b0, q};
    wire [64:0] diff = sum - q_ext;
    wire [64:0] res_full = (sum >= q_ext) ? diff : sum;
    assign out = res_full[63:0];
endmodule
`timescale 1ns / 1ps
module mod_mult (
    input  wire [63:0] a,
    input  wire [63:0] b,
    input  wire [63:0] q,
    input  wire [63:0] mu,  
    output wire [63:0] out
);
    wire [127:0] z = {64'b0, a} * {64'b0, b};
    wire [127:0] mu_prod = {64'b0, z[63:0]} * {64'b0, mu};
    wire [63:0] q_est = mu_prod[127:64];
    wire [63:0] prod_approx = q_est * q;
    wire [63:0] rem_raw = z[63:0] - prod_approx;
    wire [63:0] rem_corr1 = (rem_raw >= q) ? (rem_raw - q) : rem_raw;
    wire [63:0] rem_corr2 = (rem_corr1 >= q) ? (rem_corr1 - q) : rem_corr1;
    assign out = rem_corr2;
endmodule
`timescale 1ns / 1ps
module mod_sub (
    input  wire [63:0] a,
    input  wire [63:0] b,
    input  wire [63:0] q,
    output wire [63:0] out
);
    wire [64:0] a_ext = {1'b0, a};
    wire [64:0] b_ext = {1'b0, b};
    wire [64:0] q_ext = {1'b0, q};
    wire [64:0] diff_direct = a_ext - b_ext;
    wire [64:0] diff_wrap = (a_ext + q_ext) - b_ext;
    wire [64:0] res = (a_ext >= b_ext) ? diff_direct : diff_wrap;
    assign out = res[63:0];
endmodule
[run.sh]
#!/bin/bash
# OpenROAD 26Q1-2900-gdf79404cd8, Yosys 0.63+post, stock flow scripts
make -C /OpenROAD-flow-scripts/flow DESIGN_CONFIG=/design/flow/config.mk WORK_HOME=/design/flow/orfs finish
==> impl_metrics.toml <==
# flow metrics
[finish]
post_route_cells_drive_above_1_share = 0.03476
area_overhead_vs_synth_pct = 4.589
seq_area_um2 = 0
layout.sequential_cells = 0
layout.clock_buffers = 0
fillCellCount = 50310

[synth]
yosys-stat-cells = 30560
yosys.stat.chipArea_um2 = 276100
synth.lib_cells_used.distinct = 87
synth.avg_cell_area_um2 = 9.034
yosysSeqAreaShare = 0
area_of_the_mapped_netlist_um2 = 276100
ys_top_cells_by_count = "7632 x fa_1, 6993 x inv_1, 4456 x and2_1"
most_common_cell = "fa_1"
synthesis.yosys.warnings = 0
synthDominantCellAreaShare = 0.5534
postSynthCellCount = 30560
synth.largest_area_cell = "fa_1"
ys_top_cells_by_area = "fa_1 55%, and2_1 10%, inv_1 9.5%, ha_1 7.8%, nand2_1 5.4%"

[worst_hold_path]
hold_path.class = "in -> out"
hold_path_depth = 7
holdPathEnd = "v_out[12]"
timing.hold.worst.start = "q[11]"

[setup_path]
crit_top_cell = "fa_1"
path_delay_family = "AND-OR/OR-AND gates"
critical_path_required_ps = 241440
worst_path_largest_cell_delay_ps = 980
timing.critical_path.buf_inv = 23
worst_path_max_delay_cell = "o311ai_0"
setup.worst_path.end_class = "output pin"
criticalPathCategory = "in -> out"
worst_setup_path_start_kind = "input port"
critical_path_arrival_ps = 108270
path_max_fanout = 62

[detailed_routing]
drt_first_pass_iters = 6
via_count = 205600
post_route_drc = 0
drt_wl_total_um = 1032000
drt_first_iter_violations = 10890
wl_per_cell_um = 27.72
avgViaCountPerCell = 5.524
drtAntennaViolNets = 0

[final_timing]
postLayoutSetupSlackWorst_ps = 133170
setup-violations-final = 0
part_of_the_cycle_the_worst_path_needs = 0.5587
hold-worst-slack_ps = 121840
final_max_slew_viol_count = 0
fmax_mhz = 5.930
max_slew_margin = 0.3105
report.final.hold_viol_count = 0
tns_ps = 0
final.min_clock_period_ps = 168630
worst-slew-pin-transition_ps = 1027
grt_setup_unrepaired = "false"

[pwr]
power_total_w = 2.534
power_report.internal_total_w = 1.010
power_density_nw_per_um2 = 8775
power.switching_w = 1.524
netSwitchingFraction = 0.6013
power.leakage_nw = 138.2
worst_ir_drop_vdd_v = 0.006363

[floorplan]
initial_utilization = 0.5027
core_region_area_um2 = 549300
design.die.area_um2 = 555200
die_h_um = 745.1
die_width_um = 745.1
top_level_ports = 448
rows = 272

[global_route]
first_global_vias = 226500
pin_count_of_the_biggest_net_entering_global_routing = 69
grt_use_total = 0.4177
grt_remaining_overflow = 0
antenna_violations_before_repair = 99
grt_pass1_wl_um = 1533000

[placement]
detailedPlace.worstSlack_ps = 133940
gpl.final_weighted_congestion = 1.078
port-buffer-count = 448
detailed_place_hpwl_um = 835800

[run_status]
status = "finished clean"

[run]
stage_log_warnings = 102
maxCapViolCount = 0

[clocking]
post_cts_hold_fix_buffer_tally = 0
post_cts.repair.setup_buffers = 0
post_cts_resize_count = 0
[per-layer routing]
layer	global-route usage	wire (um)	vias to the layer above
met1	0.5616	370600	104500
met3	0.2763	172100	1950
met2	0.5591	432400	12210
met5	0.04656	3463	-
met4	0.1563	53040	145
li1	-	-	86800
[final cells by class]
| type | count | area [um^2] | area share |
|---|---|---|---|
| Antenna cell | 62 | 155.1 | 0.0005373 |
| Inverter | 6996 | 26260 | 0.09094 |
| Multi-Input combinational cell | 21730 | 244000 | 0.8451 |
| Tap cell | 7261 | 9085 | 0.03146 |
| Timing Repair Buffer | 1164 | 9241 | 0.03200 |
[cells by family after synthesis]
kind of cell | after synthesis | synth area share
simple gates | 9738 | 0.1797
buf+inv | 8828 | 0.1200
mux | 56 | 0.002148
xor+xnor | 725 | 0.02401
compound gates | 1852 | 0.04235
fa+ha+maj | 9362 | 0.6318
[cell usage in the layout (no fill, tap or decap), types with 16 or more instances in the layout]
master,synthesis,layout
fa_1,7632,7632
inv_1,6993,6993
and2_1,4456,4455
nand2_1,3981,3981
ha_1,1730,1728
buf_4,0,709
a21oi_1,618,617
xnor2_1,553,488
nor2_1,469,461
o21ai_0,367,366
a21o_1,319,319
clkdlybuf4s50_1,0,304
and3_1,142,142
buf_2,3,142
xor2_1,152,127
nor3_1,126,123
nand3_1,118,118
o21bai_1,109,109
nor2b_1,93,93
nand2b_1,91,91
o21a_1,87,87
nor4_1,86,85
nand4_1,78,78
xnor2_2,0,65
diode_2,0,62
a211oi_1,41,40
o31ai_1,34,34
mux2i_1,32,32
a21boi_0,31,31
a31oi_1,31,31
or3_1,27,27
o211ai_1,26,26
mux2_2,23,23
and4_1,22,22
xor2_4,0,21
a211o_1,17,17
xnor3_1,16,16
[metrics by stage]
step / instances / cell area [um^2] / util
final: 37220 / 288800 / 0.5257
after global routing: 37170 / 288700 / 0.5255
after CTS: 37150 / 288600 / 0.5254
after detailed placement: 37150 / 288600 / 0.5254
after global placement: 37150 / 288600 / 0.5254
after floorplan: 30560 / 276100 / -
[worst max path at each step]
stage	slack, ps	endpoint	start	cells past startpoint
finish	133170	u_out[3]	w[1]	154
global route	130560	u_out[26]	w[1]	154
CTS	133660	u_out[26]	w[1]	153
