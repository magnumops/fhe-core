## flow/constraint.sdc

```tcl
current_design sync_fifo

set clk_period 34.4
set clk_io_pct 0.2

create_clock -name clk0 -period $clk_period [get_ports {clk}]

set non_clock_inputs [all_inputs -no_clocks]
set_input_delay [expr $clk_period * $clk_io_pct] -clock clk0 $non_clock_inputs
set_output_delay [expr $clk_period * $clk_io_pct] -clock clk0 [all_outputs]
```

## flow/config.mk

```make
export PLATFORM = sky130hd
export DESIGN_NAME = sync_fifo
export DESIGN_NICKNAME = sync_fifo
export VERILOG_FILES = /design/flow/design.v
export SDC_FILE = /design/flow/constraint.sdc
export NUM_CORES = 4
export LEC_CHECK = 1
export CORE_UTILIZATION = 40
```

## flow/run.sh

```bash
#!/bin/bash
# OpenROAD 26Q1-2900-gdf79404cd8, Yosys 0.63+post, stock flow scripts
make -C /OpenROAD-flow-scripts/flow DESIGN_CONFIG=/design/flow/config.mk WORK_HOME=/design/flow/orfs finish
```

## flow/design.v

```verilog
`timescale 1ns / 1ps
module sync_fifo #(
    parameter WIDTH = 64,
    parameter DEPTH = 16
)(
    input  wire             clk,
    input  wire             rst,
    input  wire             wr_en,
    input  wire [WIDTH-1:0] din,
    output wire             full,
    input  wire             rd_en,
    output reg  [WIDTH-1:0] dout,
    output wire             empty
);
    localparam PTR_WIDTH = $clog2(DEPTH);
    reg [PTR_WIDTH-1:0] wr_ptr;
    reg [PTR_WIDTH-1:0] rd_ptr;
    reg [PTR_WIDTH:0]   count;
    reg [WIDTH-1:0] mem [0:DEPTH-1];
    assign full  = (count == DEPTH[PTR_WIDTH:0]);
    assign empty = (count == {(PTR_WIDTH+1){1'b0}});
    always @(posedge clk) begin
        if (rst) wr_ptr <= {PTR_WIDTH{1'b0}};
        else if (wr_en && !full) begin
            mem[wr_ptr] <= din;
            wr_ptr <= wr_ptr + 1'b1;
        end
    end
    always @(posedge clk) begin
        if (rst) begin
            rd_ptr <= {PTR_WIDTH{1'b0}};
            dout   <= {WIDTH{1'b0}};
        end else if (rd_en && !empty) begin
            dout <= mem[rd_ptr];
            rd_ptr <= rd_ptr + 1'b1;
        end
    end
    always @(posedge clk) begin
        if (rst) count <= {(PTR_WIDTH+1){1'b0}};
        else begin
            case ({wr_en && !full, rd_en && !empty})
                2'b10: count <= count + 1'b1;
                2'b01: count <= count - 1'b1;
                default: count <= count;
            endcase
        end
    end
endmodule
```

==> flow_metrics.env <==
# yosys + openroad results
export IMPL_viasPerCell=5.35
export IMPL_place_congestion=0.808
export IMPL_synth_edff_count=1024
export IMPL_max_slew_margin_pct=41.4
export IMPL_slowest_stage="a21boi_1"
export IMPL_post_route_cell_area_um2=48000
export IMPL_clock_skew_ns=0.0283
export IMPL_yosys_area_um2=41300
export IMPL_fp_util_pct=40.5
export IMPL_synth_seq_area_share_pct=78.1
export IMPL_postCtsResizedCells=0
export IMPL_synthesis_area_um2=41300
export IMPL_endpoint="mem[3][57]"
export IMPL_syn_inst=1803
export IMPL_die_w_um=324
export IMPL_worst_pin_slew_ns=0.877
export IMPL_cts_hold_buffers_added=0
export IMPL_cts_setup_buffers=0
export IMPL_yosysUniqueCellTypes=39
export IMPL_outcome="complete, no violations"
export IMPL_ys_cells=1803
export IMPL_hold_violations=0
export IMPL_ant_nets=0
export IMPL_vias=18500
export IMPL_cts_tree="built"
export IMPL_layout_top_cells="edfxtp_1, mux4_2, clkdlybuf4s50_1"
export IMPL_die_h_um=324
export IMPL_crit_arrival_ns=10.15
export IMPL_remaining_drc_errors=0
export IMPL_fillCellCount=8210
export IMPL_critical_path_top_delay_family="buffers and inverters"
export IMPL_grt_pass1_wl_um=135000
export IMPL_critPathBufInv=3
export IMPL_placementRows=117
export IMPL_cp_max_fo=26
export IMPL_coreArea_um2=102000
export IMPL_cpMostUsedCell="buf_4"
export IMPL_antenna_found_initial=4
export IMPL_h_tree_depth=3
export IMPL_warning_count=32
export IMPL_power_density_nw_per_um2=69.8
export IMPL_grt_max_degree=101
export IMPL_placedInstanceArea_um2=44300
export IMPL_crit_required_ns=34.71
export IMPL_drtIter0Drc=1055
export IMPL_vdd_drop_max_v=0.0000386
export IMPL_ff_type="edfxtp_1"
export IMPL_cts_root_buf="clkbuf_16"
export IMPL_clkPwrFrac_pct=35.7
export IMPL_r2r_slack_ns=30.71
export IMPL_yosysWarnings=1
export IMPL_critPathMaxStageDelay_ns=0.71
export IMPL_leakage_uw=0.0144
export IMPL_switching_share_pct=24.5
export IMPL_crit_type="input pin to register"
export IMPL_rsz0062_at_grt="false"
export IMPL_ys_ff=1101
export IMPL_ioPinCount=134
export IMPL_synth_avg_cell_area_um2=22.9
export IMPL_regArea_um2=32300
export IMPL_gr_usage_all_layers_pct=19.8
export IMPL_setup_violations=0
export IMPL_power_frac_seq_pct=46.5
export IMPL_clkTransAtPathRegs_ns=0.06
export IMPL_clock_sinks=1101
export IMPL_reg2reg_depth=6
export IMPL_p_comb_share_pct=17.8
export IMPL_chipArea_um2=105000
export IMPL_fin_crit_sh_pct=28.6
export IMPL_area_growth_synth_to_final_pct=16.1
export IMPL_grt_overflow_total=0
export IMPL_clockBufferDepth=3
export IMPL_drive_above_1_share_pct=26.3
export IMPL_worstSetupStartpointType="input pin"
export IMPL_hp_class="register to register"
export IMPL_r2r_end="mem[3][57]"
export IMPL_drv_slew=0
export IMPL_wl_per_cell_um=26.5
export IMPL_reg2reg_from="count[1]"
export IMPL_synth_async_reset_ratio_pct=0
export IMPL_fin_crit_ns=9.84
export IMPL_grt_pass1_vias=20400
export IMPL_port_buffers=133
export IMPL_crit_path_start="wr_en"
export IMPL_post_dp_hpwl_um=53700
export IMPL_cts_inserted_buffers=108
export IMPL_lay_top_count="edfxtp_1"
export IMPL_p_int_uw=2530
export IMPL_dr_pass1_iters=5
export IMPL_wl_um=91600
export IMPL_power_switching_uw=821
export IMPL_endpoint_kind="register"
export IMPL_cp_num_cells=6
export IMPL_comb_area_um2=8620
export IMPL_cap_viol_max_count=0
export IMPL_fin_tns_setup_ns=0
export IMPL_cp_cell_sequence="clkdlybuf4s50_1 > a21boi_1 > nand2_1 > nor2_4 > buf_4 > buf_4"
export IMPL_max_freq_mhz=102
export IMPL_clk_latency_ns=0.67
power by group through the flow:
stage | clock network [uW] | logic [uW] | registers [uW]
4_1_cts | 1220 | 611 | 1560
5_1_grt | 1270 | 652 | 1570
6_report | 1200 | 595 | 1560
kinds of logic (layout without fill, tap and decap cells):
kind of cell	count (synthesis)	after routing	share of synthesized area, %
AND-OR/OR-AND	137	137	2.07
XOR/XNOR	8	8	0.169
adder cells (fa/ha/maj)	10	10	0.321
buffers and inverters	103	387	1.38
flip-flops	1101	1101	78.1
multiplexers	386	386	17.3
other	0	4	0
AND/OR/NAND/NOR	58	58	0.678
per-layer routing:
metal	track usage (%)	vias to the layer above	share of wire [%]
li1	-	8005	-
met1	25.3	9511	35
met2	27.2	868	45
met3	17.0	112	19
met4	3.03	6	1.7
met5	0	-	0.038
sequential cells by signal, summed over array words and instances (netlist names):
name	cells
wr_ptr	4
mem	1024
dout	64
rd_ptr	4
count	5
worst min path at each step:
stage         slack, ns        to      from  depth (start not counted)
CTS                0.50  dout[39]  dout[39]                          2
global route       0.52  dout[39]  dout[39]                          2
finish             0.50  dout[41]  dout[41]                          2
tightest hold or removal path: stages (launching register included):
cell and delay, ns:
dfxtp_1 0.32, a22oi_1 0.08, o21ai_1 0.06
area by class of cell:
class | count | share of cell area [%]
well taps | 1368 | 3.57
flip-flops and latches | 1101 | 67.3
clock buffers | 147 | 6.23
multi-input cells | 599 | 18.0
clock inverters | 58 | 1.39
diodes | 4 | 0.0208
inverters | 8 | 0.0625
repair buffers | 174 | 3.49
stage by stage:
step	power [uW]	worst slack (ns)	hold slack [ns]	util, %	std cells
2_1_floorplan	1970	23.58	0.432	-	1803
6_report	3350	24.56	0.496	47.0	3459
5_1_grt	3490	24.32	0.518	47.0	3455
4_1_cts	3390	24.55	0.502	47.0	3455
3_3_place_gp	2190	23.93	0.479	43.4	3250
3_5_place_dp	2200	23.85	0.488	43.4	3250
synth_stat cells, drive strengths merged (2+ instances only):
| cell | n | area (um^2) |
|---|---|---|
| nand2 | 8 | 30.0 |
| o21ai | 65 | 329 |
| edfxtp | 1024 | 30700 |
| mux4 | 256 | 5770 |
| a22oi | 63 | 473 |
| nor2b | 3 | 18.8 |
| nor2 | 34 | 144 |
| or3 | 2 | 12.5 |
| buf | 53 | 374 |
| mux2 | 65 | 732 |
| nand4 | 2 | 12.5 |
| xor2 | 5 | 43.8 |
| ha | 9 | 113 |
| dfxtp | 77 | 1540 |
| or3b | 2 | 17.5 |
| a21oi | 6 | 30.0 |
| mux2i | 65 | 651 |
| clkbuf | 42 | 165 |
| inv | 8 | 30.0 |
| xnor2 | 3 | 26.3 |
Power and IR drop assume default switching activity.
