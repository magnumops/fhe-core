--- flow/config.mk ---
export PLATFORM = sky130hd
export DESIGN_NAME = vec_alu
export DESIGN_NICKNAME = vec_alu
export VERILOG_FILES = /design/flow/design.v
export SDC_FILE = /design/flow/constraint.sdc
export NUM_CORES = 4
export LEC_CHECK = 1
export CORE_UTILIZATION = 30
--- flow/constraint.sdc ---
current_design vec_alu

set clk_period 126.8
set clk_io_pct 0.2

create_clock -name clk0 -period $clk_period

set non_clock_inputs [all_inputs -no_clocks]
set_input_delay [expr $clk_period * $clk_io_pct] -clock clk0 $non_clock_inputs
set_output_delay [expr $clk_period * $clk_io_pct] -clock clk0 [all_outputs]
--- flow/design.v ---
`timescale 1ns / 1ps
module mod_add (
    input  wire [63:0] a,
    input  wire [63:0] b,
    input  wire [63:0] q,
    output wire [63:0] out
);
    wire [64:0] sum = {1'b0, a} + {1'b0, b};
    wire [64:0] q_ext = {1'b0, q};
    wire [64:0] diff = sum - q_ext;
    wire [64:0] res_full = (sum >= q_ext) ? diff : sum;
    assign out = res_full[63:0];
endmodule
`timescale 1ns / 1ps
module mod_mult (
    input  wire [63:0] a,
    input  wire [63:0] b,
    input  wire [63:0] q,
    input  wire [63:0] mu,  
    output wire [63:0] out
);
    wire [127:0] z = {64'b0, a} * {64'b0, b};
    wire [127:0] mu_prod = {64'b0, z[63:0]} * {64'b0, mu};
    wire [63:0] q_est = mu_prod[127:64];
    wire [63:0] prod_approx = q_est * q;
    wire [63:0] rem_raw = z[63:0] - prod_approx;
    wire [63:0] rem_corr1 = (rem_raw >= q) ? (rem_raw - q) : rem_raw;
    wire [63:0] rem_corr2 = (rem_corr1 >= q) ? (rem_corr1 - q) : rem_corr1;
    assign out = rem_corr2;
endmodule
`timescale 1ns / 1ps
module mod_sub (
    input  wire [63:0] a,
    input  wire [63:0] b,
    input  wire [63:0] q,
    output wire [63:0] out
);
    wire [64:0] a_ext = {1'b0, a};
    wire [64:0] b_ext = {1'b0, b};
    wire [64:0] q_ext = {1'b0, q};
    wire [64:0] diff_direct = a_ext - b_ext;
    wire [64:0] diff_wrap = (a_ext + q_ext) - b_ext;
    wire [64:0] res = (a_ext >= b_ext) ? diff_direct : diff_wrap;
    assign out = res[63:0];
endmodule
`timescale 1ns / 1ps
module vec_alu (
    input  wire [2:0]  opcode,
    input  wire [63:0] op_a,
    input  wire [63:0] op_b,
    input  wire [63:0] q,
    input  wire [63:0] mu,  
    output reg  [63:0] res_out
);
    wire [63:0] sum_res, sub_res, mult_res;
    mod_add u_adder (.a(op_a), .b(op_b), .q(q), .out(sum_res));
    mod_sub u_sub   (.a(op_a), .b(op_b), .q(q), .out(sub_res));
    mod_mult u_mult (.a(op_a), .b(op_b), .q(q), .mu(mu), .out(mult_res));  
    always @(*) begin
        case (opcode)
            3'b000: res_out = sum_res;
            3'b001: res_out = sub_res;
            3'b010: res_out = mult_res;
            default: res_out = 64'd0;
        endcase
    end
endmodule
--- flow/run.sh ---
#!/bin/bash
# OpenROAD 26Q1-2900-gdf79404cd8, Yosys 0.63+post, stock flow scripts
make -C /OpenROAD-flow-scripts/flow DESIGN_CONFIG=/design/flow/config.mk WORK_HOME=/design/flow/orfs finish
==> qor.yml <==
run_status:
  outcome: "complete, no violations"
final_timing:
  fmax_mhz: 11.1
  tns_ps: 0
  rsz0062_at_grt: "false"
  setup_viol: 0
  relSlewSlack_pct: 1.64
  hold_violations: 0
  worst_hold_slack_ps: 52180
  period_minus_slack_ps: 90180
  slew_violations: 0
  post-route-period-util_pct: 71.1
  worst_pin_slew_ps: 1470
  setup_ws_ps: 36620
power:
  switching_share_pct: 60.3
  p_leak_nw: 138
  internal-power_w: 1.02
  switchingPower_w: 1.55
  p_per_area_nw_per_um2: 8750
  ir_drop_mv: 6.17
global_route:
  grt_start_max_net_pins: 66
  grt_pass1_vias: 234000
  grt.overflow.total: 0
  gr-usage-all-layers_pct: 26.1
  grt_pass1_wl_mm: 1640
  antenna_found_initial: 104
detailed_routing:
  ant_nets: 0
  drcViolationCount: 0
  vias: 210000
  first_iter_violations: 11300
  via_per_inst: 4.94
  post_drt_wl_per_cell_um: 26.3
  totalWireLength_mm: 1120
  dr.pass1.iters: 8
cells_and_area:
  final_core_util_pct: 32.1
  layout_top_cells: "7631 x fa_1, 7138 x inv_1, 4003 x nand2_1"
  flop-count: 0
  regArea_um2: 0
  num-clock-buffers: 0
  drive_gt1_share_pct: 3.90
  areaGrowthSynthToFinish_pct: 6.86
  lay_top_count: "fa_1"
die:
  fp_util_pct: 30.1
  ios: 323
  coreArea_um2: 913000
  fp.dieW_um: 959
  die_y_um: 959
  dieArea_um2: 919000
  floorplan.rows: 351
synth:
  ys_warn_count: 1
  yosysTopAreaCell: "fa_1"
  synthCells: 30900
  avgSynthCellArea_um2: 8.87
  yosys_cells: 30900
  yosysUniqueCellTypes: 92
  syn-cell-area_um2: 275000
  synthTopCellsByArea: "fa_1 56%, inv_1 9.8%, ha_1 7.9%"
  yosys-stat-area_um2: 275000
  yosysTopAreaCellShare_pct: 55.6
  synth_seq_share_pct: 0
setup_path:
  crit_slowest_cell: "clkdlybuf4s50_1"
  required_ps: 101440
  cp.arrival_ps: 64820
  worst_path_most_repeated_cell: "fa_1"
  end_kind: "primary output"
  max_stage_delay_ps: 1220
  start_kind: "input port"
  worstSetupPathType: "in -> out"
  cp_max_fo: 58
flow_run:
  drv_cap: 0
  tool_warnings: 98
place:
  pre_cts_slack_ps: 37330
  portBuffers: 323
  dp_hpwl_mm: 910
  finalWeightedCongestion: 1.05
clock_network:
  ctsHoldBuffers: 0
  postCtsSetupBuffers: 0
  postCtsResizedCells: 0
worst_hold_path:
  min_path_type: "in -> out"
==> cells by family (layout without fill, tap and decap cells) <==
family                     after synthesis  count (layout)  synth area share [%]
other                                    0              82                     0
and+or+nand+nor                       9720            9720                  16.8
xor gates and xnor gates               747             747                  2.51
buffers and inverters                 9013            8370                  12.3
AOI/OAI and AO/OA                     2064            2064                  4.70
muxes                                   48              48                 0.188
adders and majority gates             9357            9357                  63.5
==> per-stage QoR <==
step / std cells / instance area, um2 / power (W)
after floorplan: 30900 / 275000 / 2.58
after global placement: 42500 / 293000 / 2.63
after detailed placement: 42500 / 293000 / 2.63
after CTS: 42500 / 293000 / 2.64
after global routing: 42500 / 293000 / 2.78
final: 42600 / 293000 / 2.57
==> power by group through the flow <==
stage	Clock [W]	Sequential (W)	Combinational, W
after CTS	0	0	2.64
after global routing	0.00000000477	0	2.78
==> per-layer routing <==
layer	vias to the layer above	global-route usage, %	part of all wire (%)
li1	87900	-	-
met1	107000	30.0	34
met2	12100	37.9	43
met3	2437	17.6	16
met4	129	11.9	6.1
met5	-	1.98	0.27
==> worst max-delay path: cells and delay by family <==
kind	cells	cell delay (ps)
AOI/OAI and AO/OA	42	12080
xor gates and xnor gates	3	480
and+or+nand+nor	10	2220
buffers and inverters	31	7620
adders and majority gates	35	16740
==> worst paths after layout <==
kind | start | end | slack (ps) | cells after the start
min | opcode[2] | res_out[34] | 52180 | 3
max | op_a[30] | res_out[47] | 36620 | 121
==> synth_stat cells, drive strengths merged (30+ instances only) <==
| master | number |
|---|---|
| fa | 7632 |
| inv | 7160 |
| nand2 | 4003 |
| and2 | 3225 |
| nor2 | 1772 |
| ha | 1725 |
| clkbuf | 1713 |
| a21oi | 739 |
| xnor2 | 531 |
| o21ai | 390 |
| a21o | 299 |
| xor2 | 193 |
| nor3 | 179 |
| o21bai | 133 |
| nand3 | 111 |
| buf | 91 |
| nor2b | 91 |
| o211ai | 82 |
| nand2b | 79 |
| nand4 | 79 |
| and3 | 61 |
| a31oi | 59 |
| clkinv | 49 |
| o21a | 47 |
| o31ai | 45 |
| a211oi | 36 |
| or3 | 30 |
==> layout make-up <==
| cell class | instances | area, um2 |
|---|---|---|
| tap | 12200 | 15200 |
| timing repair buffer | 1161 | 9000 |
| fill | 93300 | 620000 |
| multi-input combinational | 21900 | 242000 |
| antenna | 82 | 205 |
| inverter | 7209 | 27100 |
Power is estimated from default activity; no workload was simulated.
